==> /design/flow/design.v <==
`timescale 1ns / 1ps
module AdderSubtractor(A,B,AddLSubH,Co,S);
    input [15:0] A;
    input [15:0] B;
    input AddLSubH;
    output Co;
    output [15:0] S;
	 reg [15:0] Y;
	 always @(*)
	 begin
		if(AddLSubH)
			Y=~B;
		else
			Y=B;
	 end		
	 FA16 FA16(
					.A(A),
					.B(Y),
					.Ci(AddLSubH),
					.S(S),
					.Co(Co)
	 );
endmodule
`timescale 1ns / 1ps
module FA16(A,B,Ci,S,Co);
    input [15:0] A,B;
    input Ci;
    output Co;
    output [15:0] S; 
	 FA4 FA3 (.A(A[15:12]), .B(B[15:12]), .Ci(Co2), .S(S[15:12]), .Co(Co));
	 FA4 FA2 (.A(A[11:8]), .B(B[11:8]), .Ci(Co1), .S(S[11:8]), .Co(Co2));
	 FA4 FA1 (.A(A[7:4]), .B(B[7:4]), .Ci(Co0), .S(S[7:4]), .Co(Co1));
	 FA4 FA0 (.A(A[3:0]), .B(B[3:0]), .Ci(Ci), .S(S[3:0]), .Co(Co0));
endmodule
`timescale 1ns / 1ps
module FA4(A,B,Ci,S,Co);
    input [3:0] A,B; 
    input Ci;
    output [3:0] S;
    output Co;
	 FullAdder FA3 (.A(A[3]), .B(B[3]), .Ci(Co2), .S(S[3]), .Co(Co));
	 FullAdder FA2 (.A(A[2]), .B(B[2]), .Ci(Co1), .S(S[2]), .Co(Co2));
	 FullAdder FA1 (.A(A[1]), .B(B[1]), .Ci(Co0), .S(S[1]), .Co(Co1));
	 FullAdder FA0 (.A(A[0]), .B(B[0]), .Ci(Ci),  .S(S[0]), .Co(Co0));
endmodule
`timescale 1ns / 1ps
module FullAdder(A,B,Ci,S,Co);
    input A, B;    
    input Ci;      
    output Co;     
    output S;      
	 wire S,Co;     
	 assign #5 S=A ^ B ^ Ci;
	 assign #7 Co=A&B|A&Ci|B&Ci;
endmodule
==> /design/flow/run.sh <==
#!/bin/bash
# OpenROAD 26Q1-2900-gdf79404cd8, Yosys 0.63+post, stock flow scripts
make -C /OpenROAD-flow-scripts/flow DESIGN_CONFIG=/design/flow/config.mk WORK_HOME=/design/flow/orfs finish
==> /design/flow/config.mk <==
export PLATFORM = sky130hd
export DESIGN_NAME = AdderSubtractor
export DESIGN_NICKNAME = AdderSubtractor
export VERILOG_FILES = /design/flow/design.v
export SDC_FILE = /design/flow/constraint.sdc
export NUM_CORES = 4
export LEC_CHECK = 1
export CORE_AREA = 10 10 90 90
export DIE_AREA = 0 0 100 100
==> /design/flow/constraint.sdc <==
current_design AdderSubtractor

set clk_period 5.7
set clk_io_pct 0.2

create_clock -name clk0 -period $clk_period

set non_clock_inputs [all_inputs -no_clocks]
set_input_delay [expr $clk_period * $clk_io_pct] -clock clk0 $non_clock_inputs
set_output_delay [expr $clk_period * $clk_io_pct] -clock clk0 [all_outputs]
==> impl_metrics.py <==
# Generated from Yosys and OpenROAD reports
metrics = {
    "outcome": {
        "status": "finished, violations left",
        "violations": "setup timing",
    },
    "placement": {
        "portBuffers": 50,
        "place_hpwl_mm": 1.831,
        "gp_congestion": 0.6877,
        "dpl_worst_slack_ns": -3.037,
    },
    "power_and_ir_drop": {
        "vdd_ir_drop_max_mv": 0.04114,
        "p_per_area_nw_per_um2": 118.5,
        "p_leak_uw": 0.0005214,
    },
    "global_route": {
        "grt_max_degree": 11,
        "gr-usage-all-layers": 0.03470,
        "antenna_found_initial": 0,
        "grt_pass1_vias": 549,
        "gr-total-overflow": 0,
        "grt_first_pass_wirelength_mm": 2.794,
    },
    "floorplan": {
        "die-area_um2": 10000,
        "die_w_um": 100,
        "core_area_um2": 6277,
        "io_pins": 50,
        "rows": 29,
        "initial_utilization": 0.1128,
        "fp.dieH_um": 100,
    },
    "sta": {
        "fin_crit_ns": 7.893,
        "clock.fmax_ghz": 0.1267,
        "hold_violations": 0,
        "fin_ws_ns": -2.193,
        "tightest_slew_ns": 0.2174,
        "drv_slew": 0,
        "fin_crit_sh": 1.385,
        "whs_ns": 2.892,
        "setup_viol": 8,
        "rsz0062_at_grt": "true",
        "slew_headroom": 0.8540,
    },
    "setup_path": {
        "crit_chain": "buf_6 > mux2_4 > fa_2 > inv_2 > fa_2 > fa_2 > fa_2 > fa_2 > fa_2 > fa_2 > fa_2 > fa_2 > fa_2 > fa_2 > fa_2 > fa_2 > fa_2 > inv_2 > fa_2 > buf_2",
        "setup.worst_path.start_class": "input pin",
        "worst_ep_arrival_time_ns": 6.75,
        "worstPathRequired_ns": 4.56,
        "worst_path_largest_cell_delay_ns": 0.42,
        "setup.worst_path.class": "input pin to output port",
        "cp_max_fo": 2,
        "crit_top_cell": "fa_2",
        "endpoint_kind": "output port",
        "cp_slowest_cell": "fa_2",
    },
    "detailed_routing": {
        "wl_per_cell_um": 9.859,
        "via_per_inst": 2.806,
        "ant_nets": 0,
        "diodes": 0,
        "drc": 0,
        "totalWireLength_mm": 1.883,
        "vias": 536,
        "detailedRoute.firstIterationViolations": 3,
        "dr.pass1.iters": 2,
    },
    "logic_synthesis": {
        "synthTopCellsByArea": "fa_1, buf_4, xnor2_1, inv_1, xor2_1",
        "ys_seq_frac": 0,
        "yosysTopAreaCell": "fa_1",
        "top_cell": "inv_1",
        "yosys-stat-cells": 78,
        "synth.distinct_cells": 8,
        "synth.avg_cell_area_um2": 9.079,
        "synth_area_um2": 708.2,
        "netlist.area_leader.share": 0.4240,
        "syn_inst": 78,
        "top_cells_by_count": "inv_1, buf_4, fa_1",
        "ys_warn_count": 7,
        "yosys_area_um2": 708.2,
    },
    "flow_run": {
        "warning_count": 35,
        "maxCapViolCount": 0,
    },
    "cells_and_area": {
        "flop_area_um2": 0,
        "area_growth_syn_to_layout_pct": 68.91,
        "clock_buffers": 0,
        "flops": 0,
        "nFillCells": 694,
        "drive_gt1_frac": 0.3684,
    },
    "clocking": {
        "cts_setup_buffers": 0,
        "cts_hold_buf": 0,
    },
    "hold_path": {
        "hold_class": "input pin to output port",
    },
}
worst max-delay path, delay by kind of cell:
family                   cells  cell delay (ns)
adder cells (fa/ha/maj)     15             5.09
multiplexers                 1             0.19
buffers and inverters        4             0.33
area by class of cell:
class,count,area [um2],area share
tap,77,96.34,0.08054
timing repair buffer,54,486.7,0.4069
inverter,28,105.1,0.08787
multi-input combinational,32,508.0,0.4247
logic make-up after synthesis:
kind of cell	count (synthesis)	share of synthesized area
fa+ha+maj	15	0.4240
buf+inv	46	0.3622
mux	1	0.01590
xor+xnor	16	0.1979
routing by layer:
layer	global-route usage	up-vias	routed length, um
met5	0	-	0
met4	0	0	0
met3	0.02290	0	352
met2	0.05276	35	799
met1	0.04307	241	731
li1	-	260	-
metrics by stage:
step / TNS [ns] / util / power (uW) / std cells / cell area, um2
after detailed placement: -18.36 / 0.1953 / 160.3 / 191 / 1226
after global routing: -11.24 / 0.1906 / 163.7 / 191 / 1196
after CTS: -10.67 / 0.1902 / 143.5 / 191 / 1194
after floorplan: -9.353 / - / 97.32 / 78 / 759.5
after global placement: -18.23 / 0.1953 / 160.1 / 191 / 1226
final: -10.32 / 0.1906 / 141.7 / 191 / 1196
power by group:
part | switching (uW) | internal, uW | leakage, uW
clock network | 0 | 0 | 0
registers | 0 | 0 | 0
logic | 49.5 | 92.2 | 0.000521
total | 49.5 | 92.2 | 0.000521
path summary, 6_finish.rpt:
kind                  startpoint  cells past startpoint     to  slack, ns
worst max-delay path        B[0]                     20  S[15]      -2.19
worst min-delay path        B[0]                      4   S[0]       2.89
layout by cell type, fill, tap and decap left out:
cell and count:
dlygate4sd2_1 3, mux2_4 1, buf_2 8, buf_6 4, xor2_1 2, clkdlybuf4s50_1 34, fa_2 15, xor2_2 1
inv_1 21, inv_2 7, xnor2_1 12, clkbuf_2 1, xnor2_2 1, buf_4 4
timing repair:
item,in CTS,in global routing
hold endpoints to repair,0,0
setup endpoints to repair,10,9
resized,56,7
pin swaps,0,1
Power and IR drop assume default switching activity.
